$ cat flow/design.v
module ALU(instruction, input_a, input_b, result);
	input wire [8:0] input_a, input_b;
	input wire [2:0] instruction;
	output reg [8:0] result;
	wire [7:0] temp_a, temp_b;
	wire sign_a, sign_b;
	wire [3:0] num_of_ones;
	assign temp_a = input_a[7:0];
	assign temp_b = input_b[7:0];
	assign sign_a = input_a[8];
	assign sign_b = input_b[8];
	num_on_bits ones (.num_in(temp_b), .num_of_ones(num_of_ones));
	parameter ADD = 3'b010, SUB = 3'b011, SLL = 3'b111, SRL = 3'b110, POS = 1'b0, NEG = 1'b1;
	always @ (instruction)
	begin
		case(instruction)
			ADD:
			begin
				if((sign_a == POS) && (sign_b == POS))
				begin
					result = temp_a + temp_b;
					result[8] = sign_a;
				end
				else if((sign_a == POS) && (sign_b == NEG))
				begin
					if(temp_a >= temp_b)
					begin
						result = temp_a - temp_b;
						result[8] = sign_a;
					end
					else
					begin
						result = temp_b - temp_a;
						result[8] = sign_b;
					end
				end
				else if((sign_a == NEG) && (sign_b == POS))
				begin
					if(temp_a >= temp_b)
					begin
						result = temp_a - temp_b;
						result[8] = sign_b;
					end
					else
					begin
						result = temp_b - temp_a;
						result[8] = sign_a;
					end
				end
				else
				begin
					result = temp_a + temp_b;
					result[8] = sign_a;
				end
			end
			SUB:
			begin
				if((sign_a == POS) && (sign_b == POS))
				begin
					if(temp_a >= temp_b)
					begin
						result = temp_a - temp_b;
						result[8] = sign_a;
					end
					else
					begin
						result = temp_b - temp_a;
						result[8] = ~sign_a;
					end
				end
				else if((sign_a == POS) && (sign_b == NEG))
				begin
					result = temp_a + temp_b;
					result[8] = sign_a;
				end
				else if((sign_a == NEG) && (sign_b == POS))
				begin
					result = temp_b - temp_a;
					result[8] = sign_a;
				end
				else
				begin
					if(temp_a >= temp_b)
					begin
						result = temp_a - temp_b;
						result[8] = sign_b;
					end
					else
					begin
						result = temp_b - temp_a;
						result[8] = ~sign_a;
					end
				end
			end
			SLL:
			begin
				result[7:0] = temp_a << num_of_ones;
				result[8] = sign_a;
			end
			SRL:
			begin
				result[7:0] = temp_a >> (num_of_ones);  
				result[8] = sign_a;
			end
		endcase
	end
endmodule
module cpu_top (DIN, Resetn, Clock, Run, Done, BusWires, debug_reg0, debug_reg1, step_debug, debug_IR, sel_debug, dec_debug,
DIN_out_debug, Rin_debug, debug_ALU, debug_reg2, debug_reg3, debug_reg4, debug_reg5, debug_reg6, debug_reg7, mux_debug); 
	input wire [8:0] DIN;
	input wire Resetn, Clock, Run;
	output reg Done;
	output wire[8:0] BusWires;
	reg reset_all;
	output wire [8:0] debug_reg0, debug_reg1, debug_IR, debug_ALU;
	output wire [8:0] debug_reg2, debug_reg3, debug_reg4, debug_reg5, debug_reg6, debug_reg7;
	output wire [1:0] step_debug;
	output wire [9:0] sel_debug;
	output wire [7:0] dec_debug;
	output wire DIN_out_debug;
	output wire [7:0] Rin_debug;
	output wire [9:0] mux_debug;
	parameter T0 = 2'b00, T1 = 2'b01, T2 = 2'b10, T3 = 2'b11,  
			  mv = 3'b000, mvi = 3'b001, add = 3'b010, sub = 3'b011,  
			  sll = 3'b111, srl = 3'b110;  
	reg [1:0] Tstep_Q, Nstep_Q;  
	wire [2:0] I;
	wire [7:0] Xreg, Yreg;
	reg [7:0] Rin;
	wire [8:0] R0, R1, R2, R3, R4, R5, R6, R7, IR, G, A;
	reg [7:0] Rout;
	reg DIN_out, Gout, IRin, Ain, Gin;
	wire [9:0] mux_10_1_sel;
	wire [8:0] ALU_out;
	assign mux_10_1_sel = {Rout, Gout, DIN_out};
	assign I = IR[8:6];
	dec3to8 decX (IR[5:3], 1'b1, Xreg); 
	dec3to8 decY (IR[2:0], 1'b1, Yreg);
	regn reg_0 (.R(BusWires), .Rin(Rin[0]), .Clock(Clock), .Q(R0));
	regn reg_1 (BusWires, Rin[1], Clock, R1);
	regn reg_2 (BusWires, Rin[2], Clock, R2);
	regn reg_3 (BusWires, Rin[3], Clock, R3);
	regn reg_4 (BusWires, Rin[4], Clock, R4);
	regn reg_5 (BusWires, Rin[5], Clock, R5);
	regn reg_6 (BusWires, Rin[6], Clock, R6);
	regn reg_7 (BusWires, Rin[7], Clock, R7);
	regn Ireg (.R(DIN), .Rin(IRin), .Clock(Clock), .Q(IR));
	regn Greg (.R(ALU_out), .Rin (Gin), .Clock(Clock), .Q(G));
	regn Areg (.R(BusWires), .Rin (Ain), .Clock(Clock), .Q(A));
	mux_10_to_1 multiplexer (.DIN(DIN), .R0(R0), .R1(R1), .R2(R2), .R3(R3),
							 .R4(R4), .R5(R5), .R6(R6), .R7(R7), .G(G), .sel(mux_10_1_sel),
							 .bus_out(BusWires));
	ALU add_sub (.instruction(I), .input_a(A), .input_b(BusWires), .result(ALU_out));
	always @(Tstep_Q, Run, Done) 
	begin
		case (Tstep_Q)
		T0:
		begin
			if(~Run)
				Nstep_Q <= T0;
			else
				Nstep_Q <= T1;
		end
		T1:
		begin
			if(Done)
				Nstep_Q <= T0;
			else
				Nstep_Q <= T2;
		end
		T2:
		begin
			if(Done)
				Nstep_Q <= T0;
			else
				Nstep_Q <= T3;
		end
		T3:
		begin
			Nstep_Q <= T0;
		end
		endcase
	end
	always @(Tstep_Q or I or Xreg or Yreg or reset_all) 
	begin
		Rout <= 8'b0;
		DIN_out <= 1'b0;
		Gout <= 1'b0;
		Rin <= 8'b0;
		Ain <= 1'b0;
		IRin <= 1'b0; 
		Gin <= 1'b0;
		Done <= 1'b0;
		case (Tstep_Q) 
			T0: 
			begin   
				IRin <= 1'b1;
				if (reset_all)
					Rin <= 8'b11111111;
			end
			T1:  
			begin
				case (I)
					mv:
					begin
						Rin <= Xreg;
						Rout <= Yreg;
						Done <= 1'b1;
					end
					mvi:
					begin
						Rin <= Xreg;
						DIN_out <= 1'b1;
						Done <= 1'b1;
					end
					add:
					begin
						Rout <= Xreg;
						Ain <= 1'b1;
					end
					sub:
					begin
						Rout <= Xreg;
						Ain <= 1'b1;
					end
					sll:
					begin
						Rout <= Xreg;
						Ain <= 1'b1;
					end
					srl:
					begin
						Rout <= Xreg;
						Ain <= 1'b1;
					end
				endcase
			end
			T2:
			begin
				case(I)
					add:
					begin
						Rout <= Yreg;
						Gin <= 1'b1;
					end
					sub:
					begin
						Rout <= Yreg;
						Gin <= 1'b1;
					end
					sll:
					begin
						Rout <= Yreg;
						Gin <= 1'b1;
					end
					srl:
					begin
						Rout <= Yreg;
						Gin <= 1'b1;
					end
				endcase
			end
			T3:
			begin
				case(I)
					add:
					begin
						Gout <= 1'b1;
						Rin <= Xreg;
						Done <= 1'b1;
					end
					sub:
					begin
						Gout <= 1'b1;
						Rin <= Xreg;
						Done <= 1'b1;
					end
					sll:
					begin
						Gout <= 1'b1;
						Rin <= Xreg;
						Done <= 1'b1;
					end
					srl:
					begin
						Gout <= 1'b1;
						Rin <= Xreg;
						Done <= 1'b1;
					end
				endcase
			end
		endcase
	end
	always @(posedge Clock, negedge Resetn) 
	begin
		if (!Resetn)
		begin
			Tstep_Q <= T0;
			reset_all <= 1'b1;
		end
		else
		begin
			Tstep_Q <= Nstep_Q;
			reset_all <= 1'b0;
		end
	end
	assign debug_reg0 = R0;
	assign debug_reg1 = R1;
	assign debug_reg2 = R2;
	assign debug_reg3 = R3;
	assign debug_reg4 = R4;
	assign debug_reg5 = R5;
	assign debug_reg6 = R6;
	assign debug_reg7 = R7;
	assign step_debug = Tstep_Q;
	assign debug_IR = IR;
	assign sel_debug = mux_10_1_sel;
	assign dec_debug = Rout;
	assign DIN_out_debug = DIN_out; 
	assign Rin_debug = Rin;
	assign debug_ALU = ALU_out;
endmodule
module dec3to8(W, En, Y);
	input wire [2:0] W;
	input wire En; 
	output reg [7:0] Y;
	always @(W or En) 
	begin
		if (En == 1)
			case (W)
				3'b111: Y = 8'b10000000;
				3'b110: Y = 8'b01000000;
				3'b101: Y = 8'b00100000;
				3'b100: Y = 8'b00010000;
				3'b011: Y = 8'b00001000;
				3'b010: Y = 8'b00000100;
				3'b001: Y = 8'b00000010;
				3'b000: Y = 8'b00000001; 
			endcase 
		else
			Y = 8'b00000000;
	 end
endmodule
module mux_10_to_1(DIN, R0, R1, R2, R3, R4, R5, R6, R7, G, sel, bus_out);
	input wire [8:0] DIN, R0, R1, R2, R3, R4, R5, R6, R7, G;
	input wire [9:0] sel;
	output wire [8:0] bus_out;
	parameter DIN_code = 10'b000000001, G_code = 10'b0000000010, R0_code = 10'b0000000100,
			  R1_code = 10'b0000001000, R2_code = 10'b0000010000, R3_code = 10'b0000100000,
			  R4_code = 10'b0001000000, R5_code = 10'b0010000000, R6_code = 10'b0100000000,
			  R7_code = 10'b1000000000;
	assign bus_out = (sel == DIN_code) ? DIN:
					 (sel == R0_code) ? R0:
					 (sel == R1_code) ? R1:
					 (sel == R2_code) ? R2:
					 (sel == R3_code) ? R3:
					 (sel == R4_code) ? R4:
					 (sel == R5_code) ? R5:
					 (sel == R6_code) ? R6:
					 (sel == R7_code) ? R7:
					 (sel == G_code) ? G:
					 DIN;  
endmodule
module num_on_bits(num_in, num_of_ones);
	input wire [7:0] num_in;
	output reg [3:0] num_of_ones;
	integer i;
	always @ (num_in)
	begin
		num_of_ones = 4'b0;
		for (i = 0; i < 8; i = i+1)
			num_of_ones = num_of_ones + num_in[i];
	end
endmodule
module regn(R, Rin, Clock, Q);
	parameter n = 9;
	input wire [n-1:0] R;
	input wire Rin, Clock;
	output reg [n-1:0] Q;
	always @(posedge Clock)
		if (Rin)
			Q <= R;
endmodule
$ cat flow/run.sh
#!/bin/bash
# OpenROAD 26Q1-2900-gdf79404cd8, Yosys 0.63+post, stock flow scripts
make -C /OpenROAD-flow-scripts/flow DESIGN_CONFIG=/design/flow/config.mk WORK_HOME=/design/flow/orfs finish
$ cat flow/config.mk
export PLATFORM = sky130hd
export DESIGN_NAME = cpu_top
export DESIGN_NICKNAME = cpu_top
export VERILOG_FILES = /design/flow/design.v
export SDC_FILE = /design/flow/constraint.sdc
export NUM_CORES = 4
export LEC_CHECK = 1
export CORE_UTILIZATION = 40
$ cat flow/constraint.sdc
current_design cpu_top

set clk_period 5.7
set clk_io_pct 0.2

create_clock -name clk0 -period $clk_period [get_ports {Clock}]

set non_clock_inputs [all_inputs -no_clocks]
set_input_delay [expr $clk_period * $clk_io_pct] -clock clk0 $non_clock_inputs
set_output_delay [expr $clk_period * $clk_io_pct] -clock clk0 [all_outputs]
==> run notes <==
Implementation numbers.

- The tally of buffers added on design ports reads 140.
- Per the post-route antenna check, the number of violating nets is 0.
- The number of distinct library cell variants in the gate-level netlist after synthesis is 83.
- In this run the register-to-register setup slack is 1700 ps.
- The overall chip area reads 20,370 um^2.
- The clock H-tree reported by CTS has 4 levels.
- The number of cells in the yosys synthesis report is 795.
- The instance tally after logic synthesis reads 795.
- The most common cell after layout, fill and taps aside reads sky130_fd_sc_hd__clkdlybuf4s50_1.
- Setup repair after global routing left no endpoint under its margin.
- The clock skew after layout reads 11.60 ps.
- The count of final hold-check violations is 0.
- The timer found 9 register pins that no clock reaches; their paths are not timed.
- The classification of the worst setup path is register to primary output.
- At the worst endpoint, the required time is roughly 4600 ps.
- The number of global-route vias before repair reads 6,660.
- The layout summary lists the proportion of cells stronger than drive strength 1 as 0.1083.
- The maximum fanout encountered on the critical timing path is 15.
- The worst min-delay path startpoint is Ireg.Q[5].
- Tracing the worst setup path back leads to its startpoint at Tstep_Q[1].
- Checking hold timing, the worst path is listed with class register to register.
- The fraction of registers with async set/reset is 0.02362.
- The number of instances on the worst hold path is 2.
- The number of cells on the worst reg-to-reg path reads 13.
- According to the Yosys statistics, the synthesized design has a chip area of around 7900 um^2.
- The wire length of the first global-routing pass reads between 40,000 and 50,000 um.
- The worst hold path terminates at Xreg[4].
- The final antenna diode count reads 0.
- After floorplanning, the core was divided into between 50 and 60 placement rows.
- In this run, synthesis inferred around 100 flip-flops with an integrated enable.
- The smallest clock period supported by the final layout is computed as between 5000 and 6000 ps.
- The largest net degree at the start of global routing is 33.
- The arrival time of data at the critical path endpoint reads 4380 ps.
- The detailed-route wire length per cell reads 22.25 um.
- The via total after detailed routing is 6,891.
- The share of the cycle needed by the critical path after routing is 0.9686.
- The final global-route overflow total is 0.
- The flow ran to the end, and the final reports show no timing, DRC or antenna violations.
- For this run, the total global-route usage over all layers was measured as 0.2854.
- In the final timing run, aggregate negative setup slack is 0 ps.
- The I/O pin count reads about 150.
- The die span in y is 142.7 um.
- The pre-placement core utilization is 0.4069.
- The startpoint kind of the worst setup timing path reads a register.
- According to the floorplan report, the placeable core area is 19,460 um^2.
- Across all stage logs, warnings added up to roughly 45.
- Per the CTS log, the buffer count on the longest clock path is 2.
- The number of storage elements in the synthesis netlist is 127.
- The reg-to-reg critical path endpoint is reg_6.Q[8].
- The DRC violation count after routing reads 0.
- The clock tree from TritonCTS is yes.
- The commonest register cell after synthesis is sky130_fd_sc_hd__edfxtp_1.
- The total clock buffers created by CTS reads 17.
- For this run, the number of standard cells in the final layout without fillers is 1,216.
- Per the gpl log, the routability congestion estimate is between 0.9 and 1.
- The clock tree root driver cell reads sky130_fd_sc_hd__clkbuf_16.
- The detailed-router iteration count before antenna repair reads 5.
- Leaving out fill and tap cells, the most frequent cells in the layout are sky130_fd_sc_hd__clkdlybuf4s50_1, sky130_fd_sc_hd__edfxtp_1, sky130_fd_sc_hd__nor2_1, sky130_fd_sc_hd__a21oi_1, sky130_fd_sc_hd__nand2_1.
- The clock insertion delay at the later pin of the skew report reads 420 ps.
- Static timing analysis puts the maximum clock frequency at approximately 0.18 GHz.
- The count of endpoints without a timing constraint is 27.
- Wires add up to about 27,000 um.
- The clock-pin slew of the registers on the worst-case setup and hold paths is 60 ps.
- In this run the horizontal extent of the chip is 142.7 um.
- Per the log, the first TritonRoute iteration ended with a DRC count of 514.
- The transition time recorded at the tightest slew-check pin is 785.2 ps.
- The utilization after layout reads 0.5263.
- The HPWL after detailed placement is approximately 20,000 um.
- The worst-case max-slew headroom was logged as 0.4710.
- Per the timing report, the most critical flop-to-flop path originates at Tstep_Q[1].
- The cell count after placement is 1,175.
- The number of maximum-capacitance violations reads 0.
- The via density per instance reads between 5 and 6.
- The number of pins with negative max-slew slack in the final report is 0.
- The final setup violation count is 0.
- The critical path endpoint category reads a primary output.
- The cell area after technology mapping reads 7920 um^2.
- The initial antenna violation count reads 0.
- The yosys warning tally reads 15.
- The synthesized area divided by synthesized cell count reads 9.962 um^2.
- The growth of design area from synthesis to finish is 29.34%.
[repair_timing]
action	CTS	global route
gates resized	0	4
pin swaps	3	0
buffers inserted	6	3
hold buffers	0	0
endpoints found under the setup margin	6	9
[worst max-delay path by stage]
stage / endpoint / slack, ps
final: BusWires[8] / 180
after CTS: BusWires[8] / 120
after global routing: BusWires[4] / 40
[routing by layer]
layer | vias to the layer above | routed length, um | share of wire | GRT usage
met2 | 368 | 12300 | 0.45 | 0.4241
met4 | 0 | 894 | 0.033 | 0.08319
li1 | 3223 | - | - | -
met5 | - | 0 | 0 | 0
met3 | 50 | 2657 | 0.098 | 0.1008
met1 | 3250 | 11200 | 0.41 | 0.4083
[kinds of logic after synthesis]
logic type / Yosys count / share of synthesized area
muxes: 47 / 0.06082
latches: 9 / 0.01706
buffers and inverters: 96 / 0.06335
other: 1 / 0.0004735
and+or+nand+nor: 238 / 0.1498
DFF: 118 / 0.4254
adders and majority gates: 39 / 0.06825
AOI/OAI and AO/OA: 234 / 0.2005
xor gates and xnor gates: 13 / 0.01438
[cell usage after synthesis (4+ instances only)]
library cell | instances | area, um^2
sky130_fd_sc_hd__a22o_1 | 11 | 96.34
sky130_fd_sc_hd__o21bai_1 | 5 | 37.54
sky130_fd_sc_hd__a21o_1 | 9 | 67.56
sky130_fd_sc_hd__and2_1 | 18 | 112.6
sky130_fd_sc_hd__a31oi_1 | 12 | 75.07
sky130_fd_sc_hd__nand4_1 | 14 | 87.58
sky130_fd_sc_hd__mux2_2 | 5 | 56.30
sky130_fd_sc_hd__o22ai_1 | 4 | 25.02
sky130_fd_sc_hd__fa_1 | 7 | 140.1
sky130_fd_sc_hd__edfxtp_1 | 99 | 2973
sky130_fd_sc_hd__a221oi_1 | 7 | 61.31
sky130_fd_sc_hd__ha_1 | 32 | 400.4
sky130_fd_sc_hd__o21a_1 | 5 | 37.54
sky130_fd_sc_hd__a21oi_1 | 59 | 295.3
sky130_fd_sc_hd__xnor2_1 | 8 | 70.07
sky130_fd_sc_hd__nor2_1 | 90 | 337.8
sky130_fd_sc_hd__nor3_1 | 12 | 60.06
sky130_fd_sc_hd__dfxtp_1 | 16 | 320.3
sky130_fd_sc_hd__buf_2 | 5 | 25.02
sky130_fd_sc_hd__dlxtn_1 | 9 | 135.1
sky130_fd_sc_hd__and3_1 | 7 | 43.79
sky130_fd_sc_hd__nand3_1 | 9 | 45.04
sky130_fd_sc_hd__buf_4 | 30 | 225.2
sky130_fd_sc_hd__clkbuf_1 | 26 | 97.59
sky130_fd_sc_hd__inv_1 | 27 | 101.4
sky130_fd_sc_hd__xor2_1 | 5 | 43.79
sky130_fd_sc_hd__a22oi_1 | 14 | 105.1
sky130_fd_sc_hd__a2111o_1 | 4 | 45.04
sky130_fd_sc_hd__o211ai_1 | 14 | 105.1
sky130_fd_sc_hd__nor2b_1 | 7 | 43.79
sky130_fd_sc_hd__nand2_1 | 57 | 214.0
sky130_fd_sc_hd__o21ai_0 | 51 | 255.2
sky130_fd_sc_hd__mux2i_1 | 41 | 410.4
[per-stage QoR]
| stage | setup WS (ps) | hold slack, ps | instance area, um^2 |
|---|---|---|---|
| final | 179.0 | 627.9 | 10240 |
| after global routing | 35.66 | 670.6 | 10240 |
| after CTS | 119.9 | 633.7 | 10210 |
| after detailed placement | 403.5 | 618.3 | 9535 |
| after global placement | 373.1 | 611.8 | 9535 |
| after floorplan | 1269 | 539.0 | 7958 |
[worst max-delay path: stages (launching register included)]
cell	delay [ps]
sky130_fd_sc_hd__dfrtp_1	410
sky130_fd_sc_hd__inv_1	80
sky130_fd_sc_hd__ha_1	350
sky130_fd_sc_hd__nor4b_4	200
sky130_fd_sc_hd__buf_4	180
sky130_fd_sc_hd__buf_4	150
sky130_fd_sc_hd__a22oi_1	510
sky130_fd_sc_hd__and4_1	350
sky130_fd_sc_hd__nand4_1	110
sky130_fd_sc_hd__a21oi_1	430
sky130_fd_sc_hd__nor2_1	220
sky130_fd_sc_hd__or2_2	440
sky130_fd_sc_hd__inv_2	80
sky130_fd_sc_hd__clkdlybuf4s50_1	450
[area by class of cell]
class | instances | area (um^2)
Fill cell | 1721 | 9219
Multi-Input combinational cell | 582 | 3968
Sequential cell | 127 | 3505
Timing Repair Buffer | 179 | 1694
Clock buffer | 18 | 429.2
Tap cell | 265 | 331.6
Clock inverter | 14 | 196.4
Inverter | 31 | 120.1
